**./run.sh**
```bash
#!/bin/bash
# OpenROAD 26Q1-2900-gdf79404cd8, Yosys 0.63+post, stock flow scripts
make -C /OpenROAD-flow-scripts/flow DESIGN_CONFIG=/design/flow/config.mk WORK_HOME=/design/flow/orfs finish
```
**./config.mk**
```make
export PLATFORM = sky130hd
export DESIGN_NAME = instruc_mem
export DESIGN_NICKNAME = instruc_mem
export VERILOG_FILES = /design/flow/design.v
export SDC_FILE = /design/flow/constraint.sdc
export NUM_CORES = 4
export LEC_CHECK = 1
export CORE_UTILIZATION = 50
```
**./constraint.sdc**
```tcl
current_design instruc_mem

set clk_period 5.6
set clk_io_pct 0.2

create_clock -name clk0 -period $clk_period

set non_clock_inputs [all_inputs -no_clocks]
set_input_delay [expr $clk_period * $clk_io_pct] -clock clk0 $non_clock_inputs
set_output_delay [expr $clk_period * $clk_io_pct] -clock clk0 [all_outputs]
```
**./design.v**
```verilog
module instruc_mem(
    input [7:0] inst_address,
    output reg [31:0] instruction1,
    output reg [31:0] instruction2
);
    reg [7:0] inst_mem[255:0];
    initial begin
        {inst_mem[3], inst_mem[2], inst_mem[1], inst_mem[0]} = 32'h00500093;   
        {inst_mem[7], inst_mem[6], inst_mem[5], inst_mem[4]} = 32'hff200113;   
        {inst_mem[11], inst_mem[10], inst_mem[9], inst_mem[8]} = 32'h00f00193;  
        {inst_mem[15], inst_mem[14], inst_mem[13], inst_mem[12]} = 32'h01200213;  
        {inst_mem[19], inst_mem[18], inst_mem[17], inst_mem[16]} = 32'h01400293;  
        {inst_mem[23], inst_mem[22], inst_mem[21], inst_mem[20]} = 32'h01900313;  
        {inst_mem[27], inst_mem[26], inst_mem[25], inst_mem[24]} = 32'h02800393;  
        {inst_mem[31], inst_mem[30], inst_mem[29], inst_mem[28]} = 32'hff400413;  
        {inst_mem[35], inst_mem[34], inst_mem[33], inst_mem[32]} = 32'h00608223;  
        {inst_mem[39], inst_mem[38], inst_mem[37], inst_mem[36]} = 32'h00438023;  
        {inst_mem[43], inst_mem[42], inst_mem[41], inst_mem[40]} = 32'h002085b3;  
        {inst_mem[47], inst_mem[46], inst_mem[45], inst_mem[44]} = 32'h00b18633;  
        {inst_mem[51], inst_mem[50], inst_mem[49], inst_mem[48]} = 32'h0053f6b3;  
        {inst_mem[55], inst_mem[54], inst_mem[53], inst_mem[52]} = 32'h00664733;  
        {inst_mem[59], inst_mem[58], inst_mem[57], inst_mem[56]} = 32'h0070e7b3;  
        {inst_mem[63], inst_mem[62], inst_mem[61], inst_mem[60]} = 32'h00418f33;  
        {inst_mem[67], inst_mem[66], inst_mem[65], inst_mem[64]} = 32'h00730f33;  
        {inst_mem[71], inst_mem[70], inst_mem[69], inst_mem[68]} = 32'h00c10813;  
        {inst_mem[75], inst_mem[74], inst_mem[73], inst_mem[72]} = 32'h01e27893;  
        {inst_mem[79], inst_mem[78], inst_mem[77], inst_mem[76]} = 32'h0140ca13;  
        {inst_mem[83], inst_mem[82], inst_mem[81], inst_mem[80]} = 32'h00379a93;  
        {inst_mem[87], inst_mem[86], inst_mem[85], inst_mem[84]} = 32'h00755b13;  
        {inst_mem[91], inst_mem[90], inst_mem[89], inst_mem[88]} = 32'h40665b93;  
        {inst_mem[95], inst_mem[94], inst_mem[93], inst_mem[92]} = 32'h02208d33;  
        {inst_mem[99], inst_mem[98], inst_mem[97], inst_mem[96]} = 32'h02859db3;  
        {inst_mem[103], inst_mem[102], inst_mem[101], inst_mem[100]} = 32'h0276b9b3;  
        {inst_mem[107], inst_mem[106], inst_mem[105], inst_mem[104]} = 32'h0267a933;  
        {inst_mem[111], inst_mem[110], inst_mem[109], inst_mem[108]} = 32'h0260d533;  
        {inst_mem[115], inst_mem[114], inst_mem[113], inst_mem[112]} = 32'h0220e4b3;  
        {inst_mem[119], inst_mem[118], inst_mem[117], inst_mem[116]} = 32'h0217fe33;  
        {inst_mem[123], inst_mem[122], inst_mem[121], inst_mem[120]} = 32'h02244eb3;  
    end
    always @ (inst_address) begin
        instruction1[7:0] = inst_mem[inst_address + 0]; 
        instruction1[15:8] = inst_mem[inst_address + 1]; 
        instruction1[23:16] = inst_mem[inst_address + 2]; 
        instruction1[31:24] = inst_mem[inst_address + 3]; 
        instruction2[7:0] = inst_mem[inst_address + 4]; 
        instruction2[15:8] = inst_mem[inst_address + 5]; 
        instruction2[23:16] = inst_mem[inst_address + 6]; 
        instruction2[31:24] = inst_mem[inst_address + 7]; 
    end
endmodule
```
==> summary.txt <==
run metrics: status completed, post-route minimum period 5.41 ns, placement row count 51, Initial Utilization 51.6%, Final ANT Viol Nets 0, syn_area_per_cell 6.38 µm², Post-Layout Cell Count 1868, initial antenna violation count 0, Final setup viols 0, First-pass DRT Iterations 6, Detailed Place HPWL 30.9 mm, area growth from synthesis to layout 13.4%, cycle use final 96.5%, global-route wire length before repair 67.6 mm, RSZ-0062 raised after global routing no, # fillers 1973, maximum VDD drop 0.0868 mV, Final Hold Fails 0, ao+oa area frac 45.7%, DP Worst Slack 0.298 ns, cell count after synthesis 1589, max cap viols 0, met1 WL 18.1 mm, Unique cell types 94, met3 wire length 5.61 mm, Port Buffers 71, tool warnings 52, Slew HR 35.2%, Worst Max-Slew Pin Slew 0.962 ns, comb area leader AND-OR/OR-AND gates, Hold Startpoint inst_address[3], top sig layer met4, Avg WL per Cell 23.5 µm, fin util 58.5%, crit-path max FO 26, vias per inst 7.19, yosys adder share 2.96%, simple share 23.7%, Logic cell area 9110 µm², power consumption 1.61 mW, share of layout cells above drive strength 1 16.5%, Die Wd 144 µm, GP Congestion 1.04, MUX area fraction 10.6%, critical path arrival 4.29 ns, DRC viols 0, Ports 72, # clk buffers 0, post-cts sizing count 0, DP Cell Count 1868, hold path depth 5, Post-Route Setup TNS 0 ns, Yosys Instances 1589, num sequential 0, max-slew violations 0, f_max 185 MHz, GR Overflow Total 0, yosys stat area 10100 µm², CP startpoint kind primary input, largest net degree at the start of global routing 74, WHS 3.33 ns, antenna cell count 0, WL final 43.9 mm, via count 13400, die area 20800 µm², Hold Path Class in -> out, xor/xnor share 6.42%, core box area 19700 µm², mapped cell area 10100 µm², Area after DPL 11500 µm², Req. time, crit path 4.48 ns, sequential area share after synthesis 0%, PwrDens 140 nW/µm², DIE HEIGHT 144 µm, register area 0 µm², synth warn 1, Pleak 4.08 nW, Met2 Wirelength 18.2 mm, total track usage 42.6%, violation count after the first detailed-route iteration 1785, fin worst setup slack 0.195 ns, vias in the first global route 11900, Hold-fix buffers, CTS 0, Design Area, Final 11500 µm², crit end category primary output, WS Path Type in -> out, Min-Delay Endpoint instruction1[7], post-CTS setup buffer count 0
[kinds of logic (layout without fill, tap and decap cells)]
| logic type | after synthesis | count (layout) |
|---|---|---|
| compound gates | 693 | 693 |
| simple gates | 526 | 526 |
| buf+inv | 230 | 244 |
| mux | 65 | 65 |
| xor+xnor | 51 | 51 |
| fa+ha+maj | 24 | 24 |
[critical path: stages]
cell and delay, ns:
buf_2 0.11, buf_4 0.25, buf_4 0.37, ha_2 0.48, inv_1 0.39, buf_4 0.34, a21oi_1 0.15, a2bb2oi_1 0.17
a31oi_1 0.10, o211ai_1 0.10, and4_1 0.21, clkdlybuf4s50_1 0.45
[cell usage in the layout, fill, tap and decap left out, types with 11 or more instances in the layout]
| master | Yosys | layout |
|---|---|---|
| a211oi_1 | 55 | 55 |
| a21oi_1 | 159 | 159 |
| nand3_1 | 42 | 42 |
| nor2_1 | 141 | 140 |
| inv_1 | 13 | 13 |
| nor2b_1 | 14 | 14 |
| nor3_1 | 50 | 50 |
| nand4_1 | 15 | 15 |
| buf_12 | 0 | 12 |
| xnor2_1 | 19 | 16 |
| o22ai_1 | 22 | 22 |
| mux4_2 | 33 | 33 |
| a31oi_1 | 39 | 39 |
| o211ai_1 | 42 | 42 |
| o221ai_1 | 13 | 13 |
| a22oi_1 | 12 | 12 |
| nand2_1 | 187 | 187 |
| nand2b_1 | 25 | 25 |
| buf_4 | 16 | 141 |
| xnor2_2 | 17 | 20 |
| o21ai_0 | 141 | 141 |
| a311oi_1 | 18 | 18 |
| o21ai_1 | 17 | 17 |
| ha_1 | 24 | 18 |
| clkdlybuf4s50_1 | 0 | 65 |
| o32ai_1 | 11 | 11 |
| o31ai_1 | 14 | 14 |
| mux2i_1 | 21 | 21 |
| a221oi_1 | 21 | 21 |
| o311ai_0 | 16 | 16 |
[metal layers]
| layer | GRT usage (%) | vias up |
|---|---|---|
| met5 | 0 | - |
| met4 | 16.5 | 0 |
| met3 | 11.3 | 152 |
| met2 | 60.2 | 1003 |
| met1 | 61.7 | 6151 |
| li1 | - | 6131 |
[cells in the mapped netlist (21+ instances only)]
cell	n	area share, %
nand2_1	187	6.9
a21oi_1	159	7.8
nor2_1	141	5.2
o21ai_0	141	7.0
buf_2	95	4.7
clkbuf_1	80	3.0
a211oi_1	55	4.1
nor3_1	50	2.5
nand3_1	42	2.1
o211ai_1	42	3.1
a31oi_1	39	2.4
mux4_2	33	7.3
nand2b_1	25	1.5
ha_1	24	3.0
o22ai_1	22	1.4
a221oi_1	21	1.8
mux2i_1	21	2.1
[area by class of cell]
class                      count  area share, %
tap                          265           2.89
inverter                      20          0.653
timing repair buffer         224           17.2
multi-input combinational   1359           79.2
[worst max path at each step]
stage	depth (start not counted)	to	from	slack [ns]
after global routing	10	instruction1[28]	inst_address[2]	0.13
after CTS	10	instruction1[28]	inst_address[2]	0.30
final	12	instruction2[23]	inst_address[1]	0.19
[where the power goes]
part / internal (mW) / switching (mW) / total, mW
combinational: 0.692 / 0.913 / 1.61
sequential: 0 / 0 / 0
clock: 0 / 0 / 0
No activity file was given, so power comes from the tool's default toggle rates.
