## flow/run.sh

```bash
#!/bin/bash
# OpenROAD 26Q1-2900-gdf79404cd8, Yosys 0.63+post, stock flow scripts
make -C /OpenROAD-flow-scripts/flow DESIGN_CONFIG=/design/flow/config.mk WORK_HOME=/design/flow/orfs finish
```

## flow/config.mk

```make
export PLATFORM = sky130hd
export DESIGN_NAME = ALU
export DESIGN_NICKNAME = ALU
export VERILOG_FILES = /design/flow/design.v
export SDC_FILE = /design/flow/constraint.sdc
export NUM_CORES = 4
export LEC_CHECK = 1
export CORE_UTILIZATION = 40
```

## flow/constraint.sdc

```tcl
current_design ALU

set clk_period 47.8
set clk_io_pct 0.2

create_clock -name clk0 -period $clk_period

set non_clock_inputs [all_inputs -no_clocks]
set_input_delay [expr $clk_period * $clk_io_pct] -clock clk0 $non_clock_inputs
set_output_delay [expr $clk_period * $clk_io_pct] -clock clk0 [all_outputs]
```

## flow/design.v

```verilog
`timescale 1ns / 1ps
module ALU(A, B,oper,R,flag);
input [7:0] A, B;                
    input [4:0] oper;          
    reg carry;
    wire overflow;
    output reg [7:0] R;        
    reg [15:0] mul_res;       
    output  [7:0]flag;
     flagreg F(A,B,oper,R,carry,flag,overflow);  
    always @* begin
        case (oper)
            5'b00000 : {carry,R} = A + B;                 
            5'b00001 : {carry,R} = A - B;                 
            5'b00010 :   begin
             R = $signed(A) + $signed(B);
             end                      
            5'b00011 :  begin
             R = $signed(A) - $signed(B);  
             end
            5'b00100 : R = A & B;                 
            5'b00101 : R = A | B;                 
            5'b00110 : R = A ^ B;                 
            5'b00111 : R = A << B[4:0];           
            5'b01000 : R = A >> B[4:0];           
            5'b01001 : R = $signed(A) >>> B[4:0];  
            5'b01010 : R = (A < B) ? 8'b1 : 8'b0;  
            5'b01011 : R = ($signed(A) < $signed(B)) ? 8'b1 : 8'b0;  
            5'b01100 : begin                        
                mul_res = $signed( A) *$signed(B);
                R = mul_res[7:0];
            end
            5'b01101 : begin                        
                mul_res = $signed( A) *$signed(B);
                R = mul_res[15:8];
            end
            5'b01110 : begin
            if (B==0)
            R=8'b11111111;
            else
             R = A / B;
             end                 
            5'b01111 : begin
            if (B==0)
            R=8'b0;
            else
             R = A % B;
             end                            
            5'b10000 : R = A + B;                   
            5'b10001 : begin                        
                mul_res = A * B;
                R = mul_res[15:8];
            end
             5'b10100 : begin                        
                mul_res =$signed( A) *(B);
                R = mul_res[15:8];
            end
             5'b10010 : begin
             if(B==0)
             R=0;
             else
             R = $signed(A) /( B);                   
            end
            5'b10011: begin
            if (B==0)
            R=8'b0;
            else
            R =$signed( A )% $signed( B);  end                 
            default : R = 8'b0;                      
        endcase
   end 
endmodule
`timescale 1ns / 1ps
module flagreg(A,B,Oper,R,carry,flag,overflow);
    input [7:0]R,A,B;
    input [4:0]Oper;
    input carry,overflow;
    output reg [7:0]flag;
    ovrflw O(A,B,Oper,R,overflow);
    always @*
   begin
   flag[0]=carry;    
   if(R[7])
   flag[1]=1'b1;     
   else flag[1]=1'b0;
   if (R==0)
   flag[2]=1'b1;     
   else flag[2]=1'b0;
  flag[3]=~^R;     
  flag[4]=overflow;  
  flag[5]=0;
  flag[6]=0;
  flag[7]=0;
 end   
endmodule
module ovrflw( A,B,Oper,R,overflow);
input [7:0] A,B,R;
input [4:0]Oper;
output  reg overflow;
 always@*
 begin
 if (Oper==00000)
 overflow = (~A[7] & ~B[7] & R[7]) | (A[7] & B[7] & ~R[7]);
 else if(Oper==00001)
   overflow = (~A[7] & B[7] & R[7]) | (A[7] & ~B[7] & ~R[7]);
 else 
 overflow=0;
 end
 endmodule
```

==> flow_summary_export.csv <==
group,metric,value,unit
status,outcome,"finished, final reports clean",
hold_path,min_path_type,"input pin to primary output",
pwr,leakagePower,0.00524,uW
yosys,syn_area,10300,sq um
placement,port_buffers,34,
final_timing,worst_slew_pin_slew,1120,ps
final_timing,fmax,27.0,MHz
clock_tree,cts.repair.resized,0,
worst_setup_path,end_kind,"primary output",
drt,drt_first_pass_iters,5,
yosys,synth.area.top_cells,"ha_1 (21%), fa_1 (17%), inv_1 (5.8%)",
layout,syn2layout_area_growth,7.38,%
yosys,top_area_cell,"ha_1",
worst_setup_path,cp_max_fo,28,
worst_setup_path,cp-endpoint,"flag[3]",
job,maxCapViolations,0,
layout,largest_register_ffs,1,
worst_setup_path,cp_slowest_stage_delay,660,ps
drt,vias,10000,
grt,grt_pass1_wl,54.9,mm
yosys,syn_inst,1376,
drt,drc,0,
final_timing,unclocked_regs,1,
worst_setup_path,cpMostUsedCell,"ha_1",
floorplanning,core_util_floorplan,0.409,
pwr,ir_drop,0.0457,mV
floorplanning,rows,58,
layout,drive_above_1_share,0.0533,
final_timing,finalSetupViolations,0,
floorplanning,die_w,163,um
yosys,top_area_frac,0.209,
grt,grt_max_degree,36,
yosys,synth_cell_types,83,
yosys,synth-async-reset-ratio,0,
yosys,syn_avg_cell_area,7.51,sq um
yosys,edf_count,0,
yosys,synth-seq-cells,1,
pwr,p_per_area,43.0,nW/um^2
final_timing,untimed_endpoints,2,
grt,grt-ovfl-total,0,
final_timing,fin_crit,37060,ps
placement,gp_congestion,1.05,
yosys,synth-warning-count,3,
job,warning_count,55,
floorplanning,fp.coreArea,25300,sq um
placement,place_hpwl,28.4,mm
layout,final_common_cell,"ha_1",
final_timing,rsz0062_at_grt,"false",
yosys,yosys_area,10300,sq um
grt,grt_use_total,0.278,
drt,wl,34.8,mm
floorplanning,die_y,163,um
drt,diodes,0,
pwr,finalPower,477,uW
grt,antenna_found_initial,0,
clock_tree,hold_buffers,0,
clock_tree,post_cts_buffers,0,
yosys,ff_type,"dlxtn_1",
final_timing,finalMaxSlewViolations,0,
final_timing,fin_crit_sh,0.775,
drt,drtIter0Drc,915,
final_timing,final_hold_viol_count,0,
floorplanning,io_pins,37,
drt,viasPerCell,5.85,
layout,lay_top_cells,"ha_1 (173), inv_1 (161), nor2_1 (116)",
worst_setup_path,startpoint,"B[1]",
drt,final_antenna_net_count,0,
grt,grt_pass1_vias,9644,
worst_setup_path,slowest_stage,"a221oi_2",
drt,routedWlPerCell,20.2,um
worst_setup_path,cp.required,38240,ps
hold_path,hold-path-cell-count,5,
worst_setup_path,setup.worst_path.start_class,"input pin",
final_timing,slew_headroom,0.243,
worst_setup_path,cp_data_arrival_time,27500,ps
final_timing,setup_tns,0,ps
floorplanning,chipArea,26500,sq um
worst_setup_path,crit_type,"input pin to primary output",
yosys,synth_stat.cells,1376,
## routing by layer
layer / GRT usage / up-vias / wire length (um)
met5: 0 / - / 0
met3: 0.0639 / 51 / 3160
li1: - / 4933 / -
met2: 0.406 / 396 / 14500
met1: 0.426 / 4667 / 16300
met4: 0.0510 / 0 / 757
## power by group
group	internal [uW]	switching (uW)
Combinational	198	278
Clock	0	0
Sequential	0.149	0.0358
## cell usage after synthesis (4+ instances only)
cell type	count
o22ai_1	4
o211ai_1	11
a211oi_1	21
clkbuf_1	42
nand3_1	27
buf_1	6
nor4_1	11
o41a_1	5
o21bai_1	9
a2111oi_0	6
or2_2	8
xnor2_1	56
a21oi_1	88
o21a_1	34
and3_1	9
o21ai_0	69
ha_1	173
buf_4	6
nand4_1	6
o2111ai_1	6
a41oi_1	5
nand2_1	108
o221ai_1	7
inv_1	161
clkinv_1	4
a221o_1	7
mux2i_1	13
nor3_1	46
mux2_2	18
nor2b_1	12
a31oi_1	14
o31ai_1	9
a221oi_1	15
and2_1	14
nor2_1	116
a21o_1	31
xor2_1	18
buf_2	4
nand2b_1	15
fa_1	87
a311oi_1	4
or3_1	7
## stage by stage
| stage | instances | area, sq um | setup slack (ps) | hold WS (ps) | util |
|---|---|---|---|---|---|
| final | 1718 | 11100 | 10740 | 20380 | 0.440 |
| after global routing | 1718 | 11100 | 9300 | 20430 | 0.440 |
| after CTS | 1718 | 11100 | 10920 | 20390 | 0.440 |
| after detailed placement | 1718 | 11100 | 10970 | 20380 | 0.440 |
| after global placement | 1718 | 11100 | 11230 | 20380 | 0.440 |
| after floorplan | 1379 | 10300 | 13900 | 19310 | - |
## layout make-up
type                       count  area [sq um]
fill                        2564         14200
inverter                     166           623
multi-input combinational   1153          9450
sequential                     1          15.0
tap                          330           413
timing repair buffer          68           596
## how the worst min path moves through the flow
stage,startpoint,endpoint
after CTS,oper[0],flag[4]
after global routing,oper[0],flag[4]
final,oper[0],flag[4]
## critical path: cells and delay by family
kind | cells | cell delay (ps)
buffers and inverters | 5 | 1650
adder cells (fa/ha/maj) | 10 | 3310
multiplexers | 4 | 1230
AND-OR/OR-AND | 29 | 8050
AND/OR/NAND/NOR | 16 | 3340
XOR/XNOR | 2 | 320
## cell families (layout without fill, tap and decap cells)
| logic type | Yosys count | after routing | share of synthesized area |
|---|---|---|---|
| fa+ha+maj | 260 | 260 | 0.378 |
| simple gates | 401 | 401 | 0.185 |
| latches | 1 | 1 | 0.00145 |
| buf+inv | 225 | 234 | 0.0851 |
| compound gates | 382 | 382 | 0.255 |
| other cells | 2 | 5 | 0.000727 |
| xor+xnor | 74 | 74 | 0.0627 |
| mux | 31 | 31 | 0.0322 |
Power figures rest on the tool's default switching activity, not on a simulated workload.
