### run.sh
#!/bin/bash
# OpenROAD 26Q1-2900-gdf79404cd8, Yosys 0.63+post, stock flow scripts
make -C /OpenROAD-flow-scripts/flow DESIGN_CONFIG=/design/flow/config.mk WORK_HOME=/design/flow/orfs finish
### config.mk
export PLATFORM = sky130hd
export DESIGN_NAME = InstructionIssuingUnit
export DESIGN_NICKNAME = InstructionIssuingUnit
export VERILOG_FILES = /design/flow/design.v
export SDC_FILE = /design/flow/constraint.sdc
export NUM_CORES = 4
export LEC_CHECK = 1
export CORE_UTILIZATION = 40
### constraint.sdc
current_design InstructionIssuingUnit

set clk_period 5.1
set clk_io_pct 0.2

create_clock -name clk0 -period $clk_period [get_ports {clk}]

set non_clock_inputs [all_inputs -no_clocks]
set_input_delay [expr $clk_period * $clk_io_pct] -clock clk0 $non_clock_inputs
set_output_delay [expr $clk_period * $clk_io_pct] -clock clk0 [all_outputs]
### design.v
module InstructionIssuingUnit (
    input wire clk,
    input wire rst,
    input wire [31:0] instr1,   
    input wire [31:0] instr2,   
    output reg [31:0] issue_instr1,  
    output reg [31:0] issue_instr2,  
    output reg rollback
);
    reg [31:0] hold_instr;
    reg has_dependency;
    integer cycle_count;   
    initial begin
        cycle_count = 0;
    end
    always @(posedge clk or posedge rst) begin
        if (rst) begin
            issue_instr1 <= 32'b0;
            issue_instr2 <= 32'b0;
            hold_instr <= 32'b0;
            rollback <= 1'b0;
            has_dependency <= 1'b0;
            cycle_count <= 0;   
        end else begin
            if (instr1[11:7] == instr2[19:15] || instr1[11:7] == instr2[24:20] || instr1[6:0]==7'b1100011) begin
                has_dependency <= 1'b1;
                hold_instr <= instr2;
                rollback <= 1'b1;
                issue_instr1 <= instr1;
                issue_instr2 <= 32'b0;   
            end else if (has_dependency) begin
                issue_instr1 <= hold_instr;
                issue_instr2 <= instr1;   
                rollback <= 1'b0;
                has_dependency <= 1'b0;
            end else begin
                issue_instr1 <= instr1;
                issue_instr2 <= instr2;   
                rollback <= 1'b0;
            end
            cycle_count <= cycle_count + 1;
        end
    end
endmodule
==> summary.txt <==
The flow run is done. The run finished with clean final reports. Critical path required time landed at 5.33 ns. In this run the horizontal extent of the chip is 102 um. Register-to-register setup slack landed at 2.48 ns.

The layout report lists the combined flip-flop and latch area as 0.00243 mm2. Post-place instance area landed at 0.00540 mm2. In the final layout, the share of cells above drive strength 1 is 22.2%.

Static leakage landed at 2.34 nW. Clock input transition at the sequential cells of the worst setup and hold paths landed at 0.09 ns. In the floorplan report the effective utilization is 41.0%. DRC marker count from the first detailed-route iteration landed at 32. The worst setup path is launched from a primary input. Worst slew margin relative to its limit landed at 52.5%. Final worst clock skew landed at 0.00800 ns. Number of instances in the synthesized netlist landed at 262. Detailed placement finished with a half-perimeter wire length of 5.91 mm.

Top fanout value on the critical path landed at 20. Hold analysis lists the worst path endpoint as issue_instr1[15]. The routed design shows a wire length per standard cell of 16.0 um. Per the layout report, the design carries 797 filler cells. Portion of synthesized cell area occupied by the leading cell type landed at 60.8%.

Count of maximum capacitance violations landed at 0. For the worst min-delay path, the startpoint reported by OpenROAD is hold_instr[15]. Overall fraction of global-route tracks in use landed at 17.7%. The worst register-to-register path depth is 4.

Summed over all layers, the routed wires come to 8.47 mm. The final timing summary puts the cycle share of the worst path at 61.8%. Maximum number of pins on one net before global-route repair landed at 57. Number of setup violations in the final report landed at 0. Final routed DRC violation total landed at 0. The floorplan report gives the top-level pin count as 131.

The via count of the first global-routing pass was 2,519. The worst register-to-register path ends at issue_instr1[20]. Summing over every cut layer, the via total after detailed routing is 2,453. Latest clock arrival within the worst-skew pair landed at 0.35 ns. Final standard cell count with taps included and fillers excluded landed at 529.

The region available for standard cell placement spans 0.00973 mm2. TritonCTS built the clock tree. Count of final max-slew check failures landed at 0. The launch point of the worst register-to-register path is recorded as has_dependency. In the Yosys stats the netlist draws on 19 distinct library cells. Hold-check failures listed in the final report amount to 0. Count of tool warnings landed at 25. Sequential element share of the synthesized area landed at 60.8%.

Final setup TNS landed at 0 ns. The area taken by multi-input combinational cells is reported as 0.00145 mm2. For the worst setup path, the data arrival time is 3.39 ns. After synthesis the cells add up to 0.00399 mm2. In the layout the commonest cells are sky130_fd_sc_hd__clkdlybuf4s50_1 (130), sky130_fd_sc_hd__dfrtp_1 (96), sky130_fd_sc_hd__nor2_1 (34), sky130_fd_sc_hd__mux2_4 (33), sky130_fd_sc_hd__mux2i_1 (32). The worst setup path is of the in2reg kind. By area the synthesized netlist is led by sky130_fd_sc_hd__dfrtp_1 (61%), sky130_fd_sc_hd__mux2_4 (12%), sky130_fd_sc_hd__mux2_2 (8.5%).

The synthesized netlist has a Yosys-reported chip area of 0.00399 mm2. Peak ir drop on the vdd network landed at 0.000133 V. Slew at the pin closest to its max-slew limit landed at 0.712 ns. Residual overflow from global routing landed at 0. Antenna diode count landed at 0.

The tightest min-delay check is of the reg2reg type. Setup repair after global routing left no endpoint under its margin. Clock period minus final worst setup slack landed at 3.15 ns. Vias per cell landed at 4.64. The flow reported a cell area power density of 344 mW/mm2. STA classifies the critical path endpoint as a register. Wire length of the first global-routing pass landed at 13.4 mm.

Derived from the worst setup path, the maximum achievable clock frequency is 317 MHz. Maximum clock path buffer count landed at 2. Per the TritonCTS log, the buffer count is 9.

Iteration count of the initial detailed-routing pass landed at 5. Clock sink total landed at 97. The detail route stage leaves a number of antenna-violating nets equal to 0.

Counting the warning lines in the Yosys log gives 1. Final weighted congestion in routability-driven placement landed at 0.744. The root buffer cell chosen for the clock tree is sky130_fd_sc_hd__clkbuf_8.

Die outline area landed at 0.0104 mm2. Per the cell usage report, the commonest logic cell in the layout is sky130_fd_sc_hd__clkdlybuf4s50_1. Number of synthesized register bits landed at 97. Hold is met by 0.504 ns. The initial antenna violation count is 0. The initialized floorplan defines 36 standard-cell rows. Number of instances resized during post-cts repair landed at 0. Post-synthesis average cell area landed at 15.2 um2.

In the hold timing report, the worst path depth is 1. For this design, Yosys synthesis ends with a cell count of 262. H-tree level count landed at 3. Total power draw landed at 1.92 mW.

Buffers inserted to repair hold after CTS numbered 0. As logged by OpenROAD, the buffers inserted on ports number 130. The vertical die dimension reported for this design is 102 um.

Per the run report, area growth between synthesis and finish was 40.0%. Buffer count from post-CTS setup fixing landed at 0. The biggest area contributor in the post-synthesis netlist is sky130_fd_sc_hd__dfrtp_1. In this run, placement finished with an instance count of 514.

Post-route cell area landed at 0.00559 mm2.
synthesized netlist by cell type:
cell / count
sky130_fd_sc_hd__buf_8: 3
sky130_fd_sc_hd__nand2_1: 3
sky130_fd_sc_hd__buf_2: 6
sky130_fd_sc_hd__mux2i_1: 32
sky130_fd_sc_hd__nor3_2: 2
sky130_fd_sc_hd__a22oi_2: 1
sky130_fd_sc_hd__nor2_1: 34
sky130_fd_sc_hd__nand4b_1: 1
sky130_fd_sc_hd__buf_4: 1
sky130_fd_sc_hd__dfrtp_1: 97
sky130_fd_sc_hd__inv_1: 1
sky130_fd_sc_hd__clkbuf_1: 3
sky130_fd_sc_hd__nor4bb_1: 1
sky130_fd_sc_hd__and3_1: 1
sky130_fd_sc_hd__xor2_1: 10
sky130_fd_sc_hd__o2bb2ai_1: 1
sky130_fd_sc_hd__mux2_4: 33
sky130_fd_sc_hd__buf_6: 2
sky130_fd_sc_hd__mux2_2: 30
routing by layer:
layer  routed length [um]  global-route usage [%]
met5                    0                       0
met4                  112                    2.09
met3                  464                    3.20
met2                 4160                    28.5
met1                 3740                    27.2
worst max-delay path, cell delays in order:
cell and delay, ns:
sky130_fd_sc_hd__clkdlybuf4s50_1 0.60, sky130_fd_sc_hd__xor2_1 0.20, sky130_fd_sc_hd__nor3_2 0.07, sky130_fd_sc_hd__a22oi_2 0.20
sky130_fd_sc_hd__and3_2 0.48, sky130_fd_sc_hd__buf_4 0.46, sky130_fd_sc_hd__mux2_4 0.33
cells by family (layout without fill, tap and decap cells):
| group | Yosys count | after routing | share of synthesized area [%] |
|---|---|---|---|
| AND-OR/OR-AND | 2 | 2 | 0.533 |
| XOR/XNOR | 10 | 10 | 2.19 |
| buffers and inverters | 16 | 150 | 3.01 |
| flip-flops | 97 | 97 | 60.8 |
| multiplexers | 95 | 95 | 28.9 |
| AND/OR/NAND/NOR | 42 | 42 | 4.61 |
worst max path at each step:
stage,startpoint,depth (start not counted),to
CTS,instr1[8],7,issue_instr1[23]
global route,instr1[7],7,issue_instr1[19]
finish,instr1[8],7,issue_instr1[20]
power by group:
group / internal (mW) / switching [mW] / total (mW)
logic: 0.298 / 0.120 / 0.418
clock network: 0.239 / 0.252 / 0.491
registers: 0.940 / 0.0756 / 1.02
total: 1.48 / 0.448 / 1.92
stage by stage:
stage | setup WS (ns) | utilization (%)
detailed placement | 1.54 | 55.5
CTS | 1.92 | 57.5
floorplan | 1.55 | -
global placement | 1.57 | 55.5
finish | 1.95 | 57.5
global route | 1.82 | 57.5
layout make-up:
type                            instances  share of cell area, %
Clock buffer                           11                   2.53
Clock inverter                          4                  0.962
Inverter                                1                  0.112
Multi-Input combinational cell        149                   25.9
Sequential cell                        97                   43.4
Tap cell                              133                   2.98
Timing Repair Buffer                  134                   24.0
state kept, by name, indices dropped and copies added (netlist names):
name and flops:
hold_instr 32, issue_instr1 32, issue_instr2 32, has_dependency 1
Power figures rest on the tool's default switching activity, not on a simulated workload.
